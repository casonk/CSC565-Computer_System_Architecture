### flow/design.v
module 	ALU            (operand_0, operand_1, operation, result, flags);
	input	    [1:0] 	operation;  
	input	    [7:0] 	operand_0, operand_1;
    output      [1:0]   flags;       
    output      [7:0]   result;
	wire 		[7:0]	or_result, sub_result;
	wire 				select, valid_op, sign, overflow, sub_borrow;
	eightBitOr             ebor (or_result, operand_0, operand_1);                      
	eightBitFullAdder      ebfa (sub_result, sub_borrow, operand_0, ~operand_1, 1'b1);  
	xor 		  x0  (valid_op, operation[0], operation[1]);                           
	and           a0  (select, operation[0], valid_op);                                 
	bit8_2to1mux  mr  (result, select, sub_result, or_result);                          
	assign sign     =  result[7];                                                       
	Has_Overflown h0  (overflow, operand_0[7], operand_1[7], sign);                     
	assign flags    = {overflow, sign};                                                 
endmodule
module halfAdder(sum, carry, in0, in1);
	input 			in0, in1;
	output 			sum, carry;
	xor 			x1(sum, in0, in1);
	and 			a1(carry, in0, in1);
endmodule
module oneBitFullAdder(sum, carry, in0, in1, cin);
	input 			in0, in1, cin;
	output 			sum, carry;
	wire 			s1, c1, c2;
	halfAdder 		ha1(s1, c1, in0, in1);  
	halfAdder 		ha2(sum, c2, s1, cin);  
	or 				o1 (carry, c1, c2);     
endmodule
module fourBitFullAdder(sum, carry, in0, in1, cin);
	input 	[3:0] 	in0, in1;
	input 			cin;
	output 	[3:0] 	sum;
	output 			carry;
	wire 			c0, c1, c2;
	oneBitFullAdder obfa1(sum[0], c0, in0[0], in1[0], cin);
	oneBitFullAdder obfa2(sum[1], c1, in0[1], in1[1], c0);
	oneBitFullAdder obfa3(sum[2], c2, in0[2], in1[2], c1);
	oneBitFullAdder obfa4(sum[3], carry, in0[3], in1[3], c2);
endmodule
module eightBitFullAdder(sum, carry, in0, in1, cin);
	input 	[7:0] 	in0, in1;
	input 			cin;
	output 	[7:0] 	sum;
	output 			carry;
	wire 			caux;
	fourBitFullAdder fbfa1(sum[3:0], caux, in0[3:0], in1[3:0], cin);
	fourBitFullAdder fbfa2(sum[7:4], carry, in0[7:4], in1[7:4], caux);
endmodule
module Has_Overflown  (overflow, in0, in1, subtrahand);
	input 	 	in0, in1, subtrahand;
	output 	 	overflow;	
	wire        w0, w1;				 
	xor	x0 (w0, in0, in1);		   
	xor	x1 (w1, in1, subtrahand);  
	and a0 (overflow, w0, ~w1);    
endmodule
module Main_Controller(data_in, enable, data_out, IR, R0, R1, clk);
    input       clk;
	input  wire	[1:0] 	enable;
	input  wire	[7:0] 	data_in;
	output reg	[7:0] 	IR, R0, R1, data_out;
	wire	    [7:0] 	IR_data, R0_data, R1_data, operand_0, operand_1, result;
    wire        [1:0]   flags, destination, operation;
    wire                select_0, select_1, alu_disable;
    assign R0_data      = R0;
    assign R1_data      = R1;
    assign destination  = IR[1:0];
    assign operation    = IR[5:4];
    assign select_0     = IR[2];
    assign select_1     = IR[3];
    assign alu_disable  = IR[0] | IR[1];                                 
    bit8_2to1mux m0  (operand_0, select_0, R1_data, R0_data);            
    bit8_2to1mux m1  (operand_1, select_1, R1_data, R0_data);            
    ALU          alu (operand_0, operand_1, operation, result, flags);   
	always @ (negedge clk) begin
		case (enable)
			2'b11 : IR <= data_in;                                       
			2'b10 : R1 <= data_in;	                                     
			2'b01 : R0 <= data_in;                                       
			2'b00 : begin
                case (destination)
                    2'b11 : begin                                        
                        R0       <= result;
                        R1       <= result;
                    end
                    2'b10 : begin                                        
                        R1       <= result;
                    end
                    2'b01 : begin                                        
                        R0       <= result;                             
                    end
                endcase
                data_out <= result;                                      
                IR[7:6]  <= flags;                                       
                if (alu_disable) begin
                    IR[1:0]  <= enable;                                  
                end
            end
		endcase
	end
endmodule
module mux2to1(out, select, in0, in1);
	input in0, in1, select;
	output out;
	wire not_select, w0, w1;
	not (not_select, select);    
	and (w0, select, in0);       
	and (w1, not_select, in1);   
	or(out, w0, w1);
endmodule
module bit8_2to1mux(out, select, in0, in1);
	input [7:0] in0, in1;
	output [7:0] out;
	input select;
	genvar j;											 
	generate 
		for (j = 0; j < 8; j = j + 1) begin: mux_loop    
			mux2to1 m1(out[j], select, in0[j], in1[j]);  
		end
	endgenerate
endmodule
module eightBitOr  (out, in0, in1);
	input 	[7:0] 	in0, in1;
	output 	[7:0] 	out;					 
	assign {out}  = in0 | in1;		
endmodule
### flow/run.sh
#!/bin/bash
# OpenROAD 26Q1-2900-gdf79404cd8, Yosys 0.63+post, stock flow scripts
make -C /OpenROAD-flow-scripts/flow DESIGN_CONFIG=/design/flow/config.mk WORK_HOME=/design/flow/orfs finish
### flow/config.mk
export PLATFORM = sky130hd
export DESIGN_NAME = Main_Controller
export DESIGN_NICKNAME = Main_Controller
export VERILOG_FILES = /design/flow/design.v
export SDC_FILE = /design/flow/constraint.sdc
export NUM_CORES = 4
export LEC_CHECK = 1
export CORE_AREA = 10 10 113 113
export DIE_AREA = 0 0 123 123
### flow/constraint.sdc
current_design Main_Controller

set clk_period 8.3
set clk_io_pct 0.2

create_clock -name clk0 -period $clk_period [get_ports {clk}]

set non_clock_inputs [all_inputs -no_clocks]
set_input_delay [expr $clk_period * $clk_io_pct] -clock clk0 $non_clock_inputs
set_output_delay [expr $clk_period * $clk_io_pct] -clock clk0 [all_outputs]
==> reports/qor.yml <==
cts_num_sinks: 32
vias: 1141
crit_start: "enable[0]"
via_per_inst: 3.437
die_area_sq_um: 15130
grt_pass1_wl_microns: 6334
synth_seq_share_pct: 50.36
cts_root_buffer: "clkbuf_8"
clk_pin_slew_ns: 0.03
finalHoldViolCount: 0
ioPinCount: 43
leakage_uw: 0.001125
whs_path_depth: 2
warnings: 67
top_area_share_pct: 50.36
fp_util_pct: 18.48
setup_viol: 0
max_slew_margin_pct: 64.56
cts_buffers: 5
required_ns: 4.22
ant_nets: 0
rr_startpoint: "IR[3]$_DFFE_NP_"
ys_ff: 32
antenna_found_initial: 0
hold_buffers: 0
lay_top_count: "inv_1"
ys_types: 18
netlist_area_sq_um: 1908
grt_overflow: 0
ir_drop_v: 0.00007696
final_cell_mix: "inv_1, clkdlybuf4s50_1, edfxtp_1, mux2i_1, ha_1"
cts_tree: "done"
hp-class: "reg -> reg"
rsz0062_at_grt: "false"
cts.path.max_buffers: 2
fp.dieH_microns: 123
ys_area_sq_um: 1908
layoutNonFillerInstCount: 332
drt_iter0_markers: 33
min_to: "IR[0]$_DFFE_NP_"
ys_warn_count: 1
insertion_delay_ns: 0.35
grt_start_max_net_pins: 15
r2r-end: "IR[7]$_DFFE_NP_"
status: "finished, final reports clean"
die_x_microns: 123
fin_setup_tns_ns: 0
reg2reg_slack_ns: 3.90
drt_wl_total_microns: 4238
p_per_area_nw_per_um2: 182.7
fin_skew_ns: 0.02070
hp-start: "IR[0]$_DFFE_NP_"
synth_area_per_cell_sq_um: 14.13
grt_pass1_vias: 1260
critPathKind: "in -> reg"
yosys.area.top_type: "edfxtp_1"
gp_congestion: 0.7935
rows: 37
syn2layout_area_growth_pct: 33.97
drive_gt1_share_pct: 10.71
tightest_slew_ns: 0.5316
ctsResizeCount: 0
io_buffers: 42
diodes: 0
syn_inst: 135
reg2reg_depth: 14
wire_per_inst_microns: 12.77
finalMaxSlewViolations: 0
dp.final_hpwl_microns: 3247
end_kind: "register"
drc: 0
crit_fanout: 14
area_leaders: "edfxtp_1, mux2i_1, ha_1, buf_4, fa_1"
start_kind: "input pin"
cp.arrival_ns: 3.32
globalRouteTotalUtil_pct: 5.565
dp.cells: 293
first_pass_iters: 4
yosys_cells: 135
cap_violations: 0
cts_max_level: 2
cts_setup_buffers: 0
coreArea_sq_um: 10320
fillCellCount: 1070
state kept, by name (all words and copies together), names as in the netlist:
register / count
IR: 8
data_out: 8
R0: 8
R1: 8
how the worst max path moves through the flow:
stage / slack, ns / endpoint
CTS: 0.93 / R0[5]$_DFFE_NP_
global route: 0.80 / R1[4]$_DFFE_NP_
finish: 0.90 / R0[5]$_DFFE_NP_
cell families after synthesis:
group           share of synthesized area [%]
fa+ha+maj                               14.82
flops                                   50.36
buf+inv                                 11.54
xor+xnor                               0.9182
simple gates                            2.426
mux                                     18.62
compound gates                          1.311
power breakdown:
group	switching [uW]	leakage (uW)	internal, uW	total, uW
combinational	41.5	0.000609	52.4	93.9
sequential	8.21	0.000299	199	207
clock	90.1	0.000217	76.4	167
metal layers:
metal	global-route usage, %	vias up	part of all wire, %
li1	-	571	-
met4	1.164	0	0.40
met3	4.024	2	12
met2	6.995	56	37
met5	0	-	0
met1	7.600	512	51
cell type report:
cell class                 count  area, sq um  area share [%]
sequential                    32        960.9           37.59
multi-input combinational     68        726.9           28.44
timing repair buffer          45        455.4           17.82
tap                          136        170.2           6.657
clock inverter                35        132.6           5.188
clock buffer                   5        68.82           2.692
inverter                      11        41.29           1.615
Yosys cell counts:
master    instances
nand2b_1          1
nor2_1            3
xnor2_1           2
mux2_2           10
edfxtp_1         32
a21oi_1           2
buf_6             2
nand2b_4          1
o21ai_1           1
mux2i_1          22
buf_4            19
mux2i_4           1
buf_2             2
ha_1             13
nand2_1           4
inv_1            12
o21ai_0           2
fa_1              6
per-stage QoR:
stage | setup slack (ns) | utilization, % | area [sq um] | total power, uW | hold WS, ns
6_report | 0.8998 | 24.76 | 2556 | 467.1 | 0.7977
5_1_grt | 0.8013 | 24.76 | 2556 | 509.7 | 0.8416
4_1_cts | 0.9298 | 24.76 | 2556 | 480.1 | 0.7860
3_5_place_dp | 0.5772 | 22.85 | 2359 | 328.4 | 0.7758
3_3_place_gp | 0.6303 | 22.85 | 2359 | 327.5 | 0.7767
2_1_floorplan | 1.173 | - | 1908 | 290.1 | 0.6878
worst max-delay path, cell delays in order:
cell             delay (ns)
clkdlybuf4s50_1        0.48
inv_1                  0.11
ha_1                   0.50
buf_12                 0.22
mux2_2                 0.35
Power is estimated from default activity; no workload was simulated.
